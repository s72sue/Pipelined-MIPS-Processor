<file path="./design.v">
module writeBack_stage (
	clk,
	memData_in,				 
	rdData_in,				 
	writeBackData,			 
	reg_wren,				 
	rd_in,  				 
	rd_out,					 
	control_in                      
);
	input wire clk;
    input wire[0:4] rd_in;
    input wire[0:31] rdData_in;
    input wire[0:31] memData_in;
    input wire[0:10 - 1] control_in;
	output reg reg_wren;
	output reg[0:4] rd_out;
    output reg[0:31] writeBackData;
    always @(posedge clk) begin
		#3
		reg_wren <= control_in[0]; 			
		if (control_in[5]) begin
			writeBackData <= memData_in;	 
		end 
		else begin	
			writeBackData <= rdData_in;		 
		end
		rd_out <= rd_in;
	end
endmodule	
</file>
<file path="./run.sh">
#!/bin/bash
# OpenROAD 26Q1-2900-gdf79404cd8, Yosys 0.63+post, stock flow scripts
make -C /OpenROAD-flow-scripts/flow DESIGN_CONFIG=/design/flow/config.mk WORK_HOME=/design/flow/orfs finish
</file>
<file path="./config.mk">
export PLATFORM = sky130hd
export DESIGN_NAME = writeBack_stage
export DESIGN_NICKNAME = writeBack_stage
export VERILOG_FILES = /design/flow/design.v
export SDC_FILE = /design/flow/constraint.sdc
export NUM_CORES = 4
export LEC_CHECK = 1
export CORE_UTILIZATION = 30
</file>
<file path="./constraint.sdc">
current_design writeBack_stage

set clk_period 1.0
set clk_io_pct 0.2

create_clock -name clk0 -period $clk_period [get_ports {clk}]

set non_clock_inputs [all_inputs -no_clocks]
set_input_delay [expr $clk_period * $clk_io_pct] -clock clk0 $non_clock_inputs
set_output_delay [expr $clk_period * $clk_io_pct] -clock clk0 [all_outputs]
</file>
==> results.tsv <==
stage	metric	value	unit
critical_path	arrival	0.76	ns
status	outcome	finished clean	
placed_design	io_buffer_count	109	
final_timing	period_used_share	96.4	%
synth	synth_area_leader_cell	dfxtp_1	
final_layout	logic_area	473	um2
synth	synthXorXnorAreaFrac	0	%
routing	ant_nets	0	
clock_tree	tritoncts	built	
critical_path	worst-path-buf-inv	1	
synth	ys_sh_simple	0	%
critical_path	critPathRequiredTime	0.80	ns
worst_hold_path	hold_path_class	in2reg	
synth	yosysCellCount	74	
synth	mux_area_share	36.2	%
final_timing	fin_hold_ws	0.340	ns
synth	synthCells	74	
pwr	leakagePower	1.10	nW
synth	logic_family	multiplexers	
final_layout	layout-drive-gt1-share	45.0	%
critical_path	worstSetupPathType	reg2out	
job	max_cap_violations	0	
pwr	power_density	1560	nW/um2
routing	wl_per_cell	12.3	um
routing	drc	0	
clock_tree	root_buffer	clkbuf_8	
grt	grt_antenna_before_repair	0	
clock_tree	post_cts_buffers	0	
job	log.warning_count	34	
final_timing	worstMarginPinSlew	0.149	ns
critical_path	end_kind	output pin	
grt	grt_pass1_wl	4150	um
grt	grt_pass1_vias	863	
final_timing	min_period	0.964	ns
routing	drtIter0Drc	17	
final_layout	fillCellCount	335	
synth	ys_ff	38	
critical_path	path_cells	clkdlybuf4s15_1	
floorplan	io_pins	118	
final_layout	ff_latch_area	777	um2
grt	grtUsageTotal	12.8	%
floorplan	initCoreUtil	31.9	%
placed_design	dp_hpwl	2320	um
final_timing	fmax	1.04	GHz
floorplan	coreArea	4090	um2
clock_tree	cts_sinks	38	
final_timing	setup-violations-final	0	
synth	aoi_share	0	%
synth	yosysUniqueCellTypes	5	
synth	ys_seq_share	58.3	%
routing	drt_pass1_iterations	4	
synth	adder_share	0	%
clock_tree	cts_hold_buffers	0	
synth	syn-cell-area	1310	um2
routing	diodes	0	
critical_path	cp_top_family	flip-flops	
clock_tree	clockBufferDepth	2	
critical_path	cp_max_fo	1	
synth	yosysWarnings	1	
final_layout	fin_area	2430	um2
floorplan	die_h	68.0	um
worst_hold_path	hp-start	rd_in[2]	
routing	vias_per_cell	4.03	
critical_path	start_kind	flop	
critical_path	critPathMaxStageDelay	0.32	ns
final_timing	grt_setup_unrepaired	no	
pwr	peakVddDrop	1340	uV
worst_hold_path	min_to	rd_out[2]$_DFF_P_	
placed_design	globalplace.congestion	0.738	
final_timing	setup_tns	0	ns
synth	yosysChipArea	1310	um2
clock_tree	cts_max_level	2	
floorplan	die_area	4620	um2
grt	grt_overflow	0	
synth	syn_area_per_cell	17.6	um2
worst_hold_path	holdPathStages	1	
final_layout	area_delta_synth_final	86.3	%
placed_design	placed_cell_area	2420	um2
final_layout	final_cell_mix	70 x clkdlybuf4s50_1, 30 x mux2_4, 28 x clkbuf_2	
routing	vias	962	
final_timing	drv_slew	0	
final_timing	finalHoldViolCount	0	
floorplan	rows	23	
grt	grt_max_degree	20	
routing	routed_wl	2950	um
clock_tree	cts.clk_slew.worst_paths	0.08	ns
synth	top_area_share	58.3	%
final_layout	layout_top_cell	clkdlybuf4s50_1	
critical_path	crit_slowest_cell	dfxtp_2	
synth	topCellsByArea	dfxtp_1 58%, mux2_4 35%, buf_12 4.6%, mux2_2 1.7%, buf_6 0.86%	
final_timing	slew_headroom	90.0	%
floorplan	die_w	68.0	um
clock_tree	numCtsBuffers	5	
## Yosys cell counts, drive strengths merged
library cell and n:
dfxtp 38, buf 4, mux2 32
## power breakdown
part	internal [W]	total, W	switching (W)
logic	0.000483	0.000593	0.000110
clock network	0.000999	0.00153	0.000527
registers	0.00164	0.00166	0.0000262
total	0.00312	0.00378	0.000664
## state kept, by name, summed over array words and instances (netlist names)
| name | count |
|---|---|
| writeBackData | 32 |
| reg_wren | 1 |
| rd_out | 5 |
## worst max-delay path by stage
stage	from	to	slack [ns]	cells past startpoint
CTS	writeBackData[1]$_DFF_P_	writeBackData[1]	0.001	1
global route	writeBackData[31]$_DFF_P_	writeBackData[31]	0.0001	1
finish	writeBackData[3]$_DFF_P_	writeBackData[3]	0.04	1
## per-layer routing
layer	share of wire, %	vias up	GRT usage [%]
li1	-	478	-
met1	38	406	14.0
met2	44	76	21.4
met3	18	2	7.77
met4	0.64	0	1.82
met5	0	-	0
## cells by family after synthesis
logic type	after synthesis
buffers and inverters	4
flip-flops	38
multiplexers	32
## final cells by class
type                       count  area share (%)
tap                           50            2.57
timing repair buffer         111            40.4
sequential                    38            32.0
clock buffer                   5            2.83
multi-input combinational     32            19.5
clock inverter                 3            2.83
## stage by stage
stage                     setup WS (ns)  instances  util [%]  total power (W)
after detailed placement      -0.000959        231      59.3          0.00238
after global placement          0.00710        231      59.3          0.00238
after global routing           0.000148        239      59.5          0.00395
after CTS                       0.00119        239      62.6          0.00387
final                            0.0360        239      59.5          0.00378
after floorplan                   0.138         74         -          0.00188
## what timing repair did
action / 4_1_cts / 5_1_grt
endpoints found under the setup margin: 38 / 29
gates resized: 81 / 37
cloned: 0 / 0
No activity file was given, so power comes from the tool's default toggle rates.
